## ./config.mk

```make
export PLATFORM = sky130hd
export DESIGN_NAME = clock_divider
export DESIGN_NICKNAME = clock_divider
export VERILOG_FILES = /design/flow/design.v
export SDC_FILE = /design/flow/constraint.sdc
export NUM_CORES = 4
export LEC_CHECK = 1
export CORE_UTILIZATION = 50
```

## ./constraint.sdc

```tcl
current_design clock_divider

set clk_period 4.2
set clk_io_pct 0.2

create_clock -name clk0 -period $clk_period [get_ports {clk_signal_in}]

set non_clock_inputs [all_inputs -no_clocks]
set_input_delay [expr $clk_period * $clk_io_pct] -clock clk0 $non_clock_inputs
set_output_delay [expr $clk_period * $clk_io_pct] -clock clk0 [all_outputs]
```

## ./design.v

```verilog
module clock_divider(clk_signal_in, counter_limit, clk_signal_out);
	input logic clk_signal_in;
	input logic [31:0] counter_limit;
	output logic clk_signal_out = 1'b0;
	logic [31:0] counter;
	logic reset = 1'b1;  
	always_ff @(posedge clk_signal_in)
	begin
		if (reset)
		begin
			counter <= 32'b1;
			reset = 1'b0;  
		end
		else if (counter < counter_limit)
		begin
			counter <= counter + 1;
		end
		else
		begin
			counter <= 32'b1;
			clk_signal_out <= ~clk_signal_out;
		end
	end
endmodule
```

## ./run.sh

```bash
#!/bin/bash
# OpenROAD 26Q1-2900-gdf79404cd8, Yosys 0.63+post, stock flow scripts
make -C /OpenROAD-flow-scripts/flow DESIGN_CONFIG=/design/flow/config.mk WORK_HOME=/design/flow/orfs finish
```

==> results.ini <==
[final_timing]
tightestPinTransition_ns = 0.637
min_period_ns = 2.97
setup_ws_ns = 1.23
rsz0062_at_grt = no
skew_ns = 0.00447
setup_violations = 0
slew_viol_final = 0
hold_viol = 0
fin_crit_sh = 0.708
finalHoldWorstSlack_ns = 0.512
relSlewSlack = 0.572
fmax_mhz = 337
fin_tns_setup_ns = 0

[worst_setup_path]
critical_path_arrival_ns = 3.20
startpoint = counter_limit[5]
rrSetupSlack_ns = 1.86
path_class = in -> reg
endpoint_kind = flip-flop
cp_max_fo = 16
r2r_end = counter[9]
endpoint = counter[9]
reg2reg_depth = 8
r2r_start = counter[5]
critPathLaunchType = primary input
required_ns = 4.42

[clock_network]
postCtsSetupRepairBufs = 0
cts_buffers = 5
cts_tree = yes
ctsResizeCount = 0
root_buffer = clkbuf_8
cts_sinks = 34
clk_pin_slew_ns = 0.07
clock_path_buffers = 2
clk-insertion-delay-late_ns = 0.28
htreeDepth = 2
postCtsHoldBufs = 0

[routing]
drtAntennaViolNets = 0
drcViolationCount = 0
vias = 1812
wl_um = 4000
drtPass1Iterations = 4
first_iter_violations = 81
n_antenna_cell = 0
detail_route.wl_per_cell_um = 11.0
via_per_inst = 4.99

[power]
power.switching_mw = 0.148
power.share.sequential = 0.520
clockPowerShare = 0.355
static-leakage-power_nw = 1.22
power_frac_comb = 0.125
p_int_mw = 0.495
power.total_mw = 0.643
power_density_nw_per_um2 = 237
swShare = 0.231
max-vdd-ir-drop_uv = 200

[logic_synthesis]
yosys_warnings = 1
avgSynthCellArea_um2 = 8.35
seq_area_frac_synth = 0.303
ys_top_cells_by_area = dfxtp_1, ha_1, xor2_1
synth_flops = 34
synth_top_area_share = 0.290
syn_inst = 273
ys_types = 35
yosys.area.top_type = dfxtp_1
yosysCellCount = 273
ys_chip_area_um2 = 2280
syn_area_um2 = 2280

[finish]
syn_to_final_growth_pct = 19.4
design_area_um2 = 2720
final_cell_mix = nor2_1, inv_1, dfxtp_1, clkdlybuf4s50_1, ha_1
lay_top_count = nor2_1
drive_gt1_frac = 0.0675

[global_routing]
grt_pass1_vias = 1688
grt_max_degree = 17
grt_pass1_wl_um = 7140
grt_busiest_layer = met2
met3_usage = 0.0295
grt_use_total = 0.184
overflow = 0
grtUsageMet2 = 0.304
grtUsageMet1 = 0.269
antenna_found_initial = 0

[die]
die_h_um = 69.5
die_x_um = 69.5
pin_count = 34
die-area_um2 = 4830
initCoreUtil = 0.523
coreArea_um2 = 4350
rows = 24

[placement]
placedInstanceArea_um2 = 2640
io_buffers = 33
place_ws_ns = 0.888
gp_congestion = 0.820
dp_hpwl_um = 3170

[flow_run]
drv_cap = 0
tool_warnings = 26

[worst_hold_path]
hold_class = reg -> reg
worstHoldStart = reset

[run_status]
status = finished clean

[worst min-delay path by stage]
stage | cells past startpoint | slack, ns | endpoint
global route | 1 | 0.55 | counter[0]
CTS | 1 | 0.51 | counter[0]
finish | 1 | 0.51 | counter[0]
[worst max-delay path, cell delays in order]
cell and delay (ns):
clkdlybuf4s50_1 0.45, inv_1 0.04, ha_1 0.30, a21o_1 0.16
a221oi_1 0.31, a2bb2oi_1 0.25, a31oi_1 0.12, or3_1 0.39
buf_4 0.22, nor2_2 0.12
[per-layer routing]
| metal | part of all wire | vias to the layer above |
|---|---|---|
| met4 | 0.016 | 0 |
| met3 | 0.043 | 7 |
| met2 | 0.44 | 32 |
| met1 | 0.50 | 784 |
| li1 | - | 989 |
| met5 | 0 | - |
[power by group through the flow]
stage	clock [mW]	combinational [mW]	sequential [mW]
CTS	0.234	0.0819	0.334
global route	0.249	0.0903	0.335
finish	0.228	0.0807	0.334
[registers in the layout, summed over array words and instances, names as in the netlist]
| name | count |
|---|---|
| clk_signal_out | 1 |
| reset | 1 |
| counter | 32 |
[kinds of logic (layout without fill, tap and decap cells)]
group                    count (synthesis)  after routing  synth area share
AND-OR/OR-AND                           23             23            0.0686
XOR/XNOR                                30             30             0.115
adder cells (fa/ha/maj)                 32             32             0.176
buffers and inverters                   38             76            0.0758
flip-flops                              34             34             0.303
other                                    1              1           0.00165
AND/OR/NAND/NOR                        115            115             0.260
[cells in the mapped netlist, drive strengths merged]
master    n
a21o      2
nor4      3
nand3b    1
or3       2
inv      33
o21ai     4
xnor2     9
a31oi     1
a21oi    11
nand4    10
nand3    17
edfxtp    1
a2111oi   1
a2bb2oi   1
nor2     44
buf       4
nor2b     2
conb      1
nand2b    1
ha       32
a221oi    1
and2      2
xor2     21
a211oi    1
or4       1
and4      5
clkbuf    1
o21a      1
dfxtp    33
nor3      1
and3      6
nand2    20
[cell type report]
class                   count  area [um^2]
flip-flops and latches     34          691
clock buffers               8         80.1
multi-input cells         201         1420
well taps                  52         65.1
repair buffers             35          345
inverters                  33          124
fillers                   373         1630
[through the flow]
stage | util | std cells
5_1_grt | 0.625 | 363
3_5_place_dp | 0.606 | 355
4_1_cts | 0.625 | 363
3_3_place_gp | 0.606 | 355
6_report | 0.625 | 363
2_1_floorplan | - | 273
No activity file was given, so power comes from the tool's default toggle rates.
